==> /design/flow/design.v <==
module GameOfLife (
    init_board,
    start,
    clk,
    game_board,
    game_board_initialized
);
parameter ROW = 4;
parameter COL = 6;
input [ROW*COL-1:0] init_board;
input clk, start;
output reg [ROW*COL-1:0] game_board;
output reg game_board_initialized;
initial begin
    game_board_initialized = 0;
    game_board = {ROW*COL{1'b0}};
end
reg [ROW*COL-1:0] middleware_board;
integer i, j, index;
reg [3:0] alive_neighbours_count;
reg basis_of_living, cons_of_being_alive;
always @(posedge clk) begin
    if (start) begin
        if (~game_board_initialized) begin
            middleware_board = init_board;
            game_board = init_board;
            game_board_initialized = 1;
        end else begin
            for (i = 0; i < ROW*COL; i = i + 1) begin
                alive_neighbours_count = alive_neighbors(index2row(i), index2col(i));
                basis_of_living = alive_neighbours_count == 3;
                cons_of_being_alive = game_board[i] && alive_neighbours_count == 2;
                middleware_board[i] = basis_of_living || cons_of_being_alive;
            end
            game_board = middleware_board;
        end
    end else begin
        game_board_initialized = 0;
    end
end
function [3:0] alive_neighbors;
    input [$clog2(ROW)-1:0] row;
    input [$clog2(COL)-1:0] col;
    reg [$clog2(ROW)-1:0] row_back;
    reg [$clog2(ROW)-1:0] row_forward;
    reg [$clog2(COL)-1:0] col_back;
    reg [$clog2(COL)-1:0] col_forward; begin
        row_back = row == 0 ? ROW - 1 : row - 1;
        row_forward = row == ROW-1 ? 0 : row + 1;
        col_back = col == 0 ? COL-1 : col - 1;
        col_forward = col == COL-1 ? 0 : col + 1;
        alive_neighbors = 0;
        alive_neighbors = alive_neighbors + game_board[point2index(row_back, col_back)];
        alive_neighbors = alive_neighbors + game_board[point2index(row_back, col)];
        alive_neighbors = alive_neighbors + game_board[point2index(row_back, col_forward)];
        alive_neighbors = alive_neighbors + game_board[point2index(row, col_back)];
        alive_neighbors = alive_neighbors + game_board[point2index(row, col_forward)];
        alive_neighbors = alive_neighbors + game_board[point2index(row_forward, col_back)];
        alive_neighbors = alive_neighbors + game_board[point2index(row_forward, col)];
        alive_neighbors = alive_neighbors + game_board[point2index(row_forward, col_forward)];
    end   
endfunction
function [$clog2(ROW)-1:0] index2row;
    input [$clog2(COL*ROW)-1:0] index; begin
        index2row = index / COL;
    end
endfunction
function [$clog2(COL)-1:0] index2col;
    input [$clog2(COL*ROW)-1:0] index; begin
        index2col = index % COL;
    end
endfunction
function [$clog2(COL*ROW)-1:0] point2index;
    input [$clog2(ROW)-1:0] row;
    input [$clog2(COL)-1:0] col; begin
        point2index = (row*COL + col);
    end
endfunction
endmodule
module GameOfLifeInterface (
    run,
    write_read_not, 
    serial_in, 
    clk,
    serial_out
);
parameter ROW = 6;
parameter COL = 6;
input run, write_read_not, serial_in, clk;
output reg serial_out;
reg [ROW*COL-1:0] game_board_initial;
wire [ROW*COL-1:0] game_board;
reg [3:1] read_write_state;  
reg game_start;
GameOfLife game(
    .init_board(game_board_initial),
    .start(game_start),
    .clk(clk),
    .game_board(game_board)
);
defparam game.ROW = ROW;
defparam game.COL = COL;
integer write_index;
integer read_index;
reg [ROW*COL-1:0] temp_game_board;
initial begin
    temp_game_board = {ROW*COL{1'b0}};
    write_index = ROW*COL-1;
    read_index = 0;
    read_write_state = 3'b001;
    game_start = 0;
end
always @(posedge clk) begin
    if (~run) begin
        game_start = 0;
        if (read_write_state[1] || (read_write_state[2] && ~write_read_not) || (read_write_state[3] && write_read_not)) begin
            if (read_write_state[1]) begin
                temp_game_board = game_board;
            end
            write_index = ROW*COL-1;
            read_index = 0;
            read_write_state[1] = 0;
            read_write_state[2] = write_read_not;
            read_write_state[3] = ~write_read_not;
        end
        if (read_write_state[2]) begin
            temp_game_board = temp_game_board >> 1;
            temp_game_board[ROW*COL-1] = serial_in;
        end else begin
            serial_out = temp_game_board[0];
            temp_game_board = temp_game_board >> 1;
        end
    end else begin
        game_board_initial = temp_game_board;
        read_write_state = 3'b001;
        game_start = 1;
    end
end
endmodule
==> /design/flow/run.sh <==
#!/bin/bash
# OpenROAD 26Q1-2900-gdf79404cd8, Yosys 0.63+post, stock flow scripts
make -C /OpenROAD-flow-scripts/flow DESIGN_CONFIG=/design/flow/config.mk WORK_HOME=/design/flow/orfs finish
==> /design/flow/config.mk <==
export PLATFORM = sky130hd
export DESIGN_NAME = GameOfLifeInterface
export DESIGN_NICKNAME = GameOfLifeInterface
export VERILOG_FILES = /design/flow/design.v
export SDC_FILE = /design/flow/constraint.sdc
export NUM_CORES = 4
export LEC_CHECK = 1
export CORE_UTILIZATION = 40
==> /design/flow/constraint.sdc <==
current_design GameOfLifeInterface

set clk_period 4.2
set clk_io_pct 0.2

create_clock -name clk0 -period $clk_period [get_ports {clk}]

set non_clock_inputs [all_inputs -no_clocks]
set_input_delay [expr $clk_period * $clk_io_pct] -clock clk0 $non_clock_inputs
set_output_delay [expr $clk_period * $clk_io_pct] -clock clk0 [all_outputs]
==> impl_metrics.csv <==
group,metric,value,unit
routing,wl_per_cell,17.25,um
setup_path,cp_max_fo,8,
routing,wl_met1,9653,um
yosys,synth_seq_share,0.3264,
hold_path,whs_path_depth,0,
hold_path,hold_class,"flop to flop",
job,log.warning_count,25,
timing,finalHoldViolations,0,
floorplan,die_h,162.7,um
global_route,grt_pass1_wl,35760,um
clock_network,hold_buffers,0,
clock_network,h-tree-depth,4,
clock_network,ctsResizeCount,0,
routing,dr_wl_met3,1882,um
yosys,syn_area,0.01033,mm2
setup_path,crit_required,4440,ps
yosys,synthTopCellsByArea,"edfxtp_1, fa_1, ha_1, inv_1, mux2_2",
timing,rsz0062_at_grt,"no",
routing,vias_per_cell,4.931,
setup_path,r2r_slack,430,ps
placed_design,port_buffers,4,
yosys,largest_area_cell,"edfxtp_1",
placed_design,placed_cells,1220,
timing,period_used_share,0.8969,
yosys,synth_chip_area,0.01033,mm2
global_route,antenna_found_initial,0,
floorplan,core-area,0.02525,mm2
global_route,grt_max_degree,49,
timing,drv_slew,0,
placed_design,hpwl,15830,um
routing,n_antenna_cell,0,
job,cap_violations,0,
floorplan,rows,58,
yosys,synth_top_area_share,0.3167,
routing,dr.pass1.iters,4,
timing,clock_skew,11.11,ps
hold_path,hold_start,"temp_game_board[1]$_DFFE_PN_",
clock_network,cts_buffer_depth,2,
routing,topRoutingLayerUsed,"met4",
clock_network,postCtsSetupRepairBufs,0,
routing,met2_length,9850,um
routing,wl,21600,um
placed_design,gp_congestion,0.8599,
final_layout,drive_above_1_share,0.08894,
setup_path,crit_arrival,4010,ps
global_route,grt_pass1_vias,6681,
setup_path,crit_path_end_kind,"flop",
yosys,syn_inst,888,
floorplan,die_w,162.7,um
setup_path,path_class,"flop to flop",
status,status,"finished, final reports clean",
timing,worstMarginPinSlew,666.4,ps
clock_network,cts_sinks,114,
floorplan,ioPinCount,5,
timing,fmax,265.5,MHz
yosys,synth_cell_types,25,
hold_path,whs_endpoint,"game_board_initial[1]$_DFFE_PP_",
clock_network,clk_pin_slew,60,ps
yosys,ys_ff,114,
yosys,ys_cells,888,
yosys,yosys_warnings,2,
floorplan,die-area,0.02648,mm2
clock_network,clock_latency,420,ps
routing,drc_errors,0,
setup_path,worst_r2r_path_depth,10,
clock_network,numCtsBuffers,17,
clock_network,clockRootBuffer,"clkbuf_16",
timing,finalSetupViolations,0,
final_layout,postLayoutCoreUtil,0.4520,
timing,relSlewSlack,0.5557,
final_layout,stdcell_count,1252,
final_layout,area_growth,10.46,%
yosys,syn_avg_cell_area,11.64,um2
setup_path,r2r-end,"game.game_board[33]$_DFFE_PP_",
routing,ant_nets,0,
timing,period_minus_slack,3767,ps
setup_path,start_kind,"flop",
routing,first_iter_violations,256,
global_route,grt_use_total,0.1936,
floorplan,initial_core_util,0.4092,
routing,vias,6174,
timing,tns,0,ps
clock_network,cts_tree,"done",
setup_path,r2r_start,"game.game_board[27]$_DFFE_PP_",
global_route,gr-total-overflow,0,
per-layer routing:
metal	GRT usage	vias up
li1	-	2926
met1	0.2941	3049
met2	0.2882	187
met3	0.08416	12
met4	0.01657	0
met5	0	-
how the worst max path moves through the flow:
| stage | startpoint | endpoint | slack [ps] | depth (start not counted) |
|---|---|---|---|---|
| 5_1_grt | game.game_board[18]$_DFFE_PP_ | game.game_board[25]$_DFFE_PP_ | 260 | 9 |
| 6_report | game.game_board[27]$_DFFE_PP_ | game.game_board[33]$_DFFE_PP_ | 430 | 10 |
| 4_1_cts | game.game_board[27]$_DFFE_PP_ | game.game_board[33]$_DFFE_PP_ | 450 | 10 |
through the flow:
stage	hold WS (ps)	area (um2)	setup slack, ps
after floorplan	422.2	10330	667.0
after global placement	425.3	10800	488.7
after detailed placement	430.3	10800	453.1
after CTS	444.2	11410	449.3
after global routing	451.5	11410	257.9
final	442.9	11410	432.9
critical path, cell delays in order (launching register included):
cell and delay (ps):
edfxtp_1 630, ha_1 380, inv_1 50, fa_1 500, fa_1 540, inv_1 50
fa_1 430, inv_1 80, fa_1 400, a211o_1 270, o32ai_1 250
cells in the final DEF (no fill, tap or decap), drive strengths merged:
master	instances
clkinvlp	6
fa	144
dfxtp	5
nor4	2
nor3b	3
o32ai	3
and3	2
inv	260
a211oi	17
o41ai	31
a22o	2
clkbuf	20
mux2	36
or3	1
clkdlybuf4s50	3
clkinv	2
nor2b	17
edfxtp	109
a21oi	9
mux2i	17
nand2	47
buf	11
a31oi	12
bufinv	3
a211o	5
ha	108
nor2	47
cell usage after synthesis (all sizes together):
master  count
inv       259
a22o        2
a211oi     17
o32ai       3
o41ai      31
buf         6
nor2b      17
edfxtp    109
a31oi      12
a211o       5
fa        144
or3         1
nor2       47
nand2      47
ha        108
nor4        2
dfxtp       5
mux2       36
a21oi       9
mux2i      17
clkbuf      6
nor3b       3
and3        2
sequential cells by signal (all words and copies together) (netlist names):
register and cells:
temp_game_board 36, game_start 1, game_board_initial 36, game.game_board 36, game.game_board_initialized 1, read_write_state 3, serial_out 1
kinds of logic (layout without fill, tap and decap cells):
logic type,count (synthesis),in the layout,synth area share
AOI/OAI and AO/OA,79,79,0.05872
DFF,114,114,0.3264
muxes,53,53,0.05570
buffers and inverters,271,305,0.09977
and+or+nand+nor,119,119,0.04964
adders and majority gates,252,252,0.4097
cell type report:
class                   instances  area [um2]
clock buffers                  20       456.7
clock inverters                12       157.7
fillers                      2287       13840
inverters                     259       972.2
multi-input cells             503        5929
flip-flops and latches        114        3376
well taps                     330       412.9
repair buffers                 14       110.1
